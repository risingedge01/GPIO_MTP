**flow/config.mk**
```make
export PLATFORM = sky130hd
export DESIGN_NAME = gpio_fifo_top
export DESIGN_NICKNAME = gpio_fifo_top
export VERILOG_FILES = /design/flow/design.v
export SDC_FILE = /design/flow/constraint.sdc
export NUM_CORES = 4
export LEC_CHECK = 1
export CORE_UTILIZATION = 30
```
**flow/constraint.sdc**
```tcl
current_design gpio_fifo_top

set clk_period 4.0
set clk_io_pct 0.2

create_clock -name clk0 -period $clk_period [get_ports {rclk}]
create_clock -name clk1 -period $clk_period [get_ports {wclk}]

set non_clock_inputs [all_inputs -no_clocks]
set_input_delay [expr $clk_period * $clk_io_pct] -clock clk0 $non_clock_inputs
set_output_delay [expr $clk_period * $clk_io_pct] -clock clk0 [all_outputs]
```
**flow/design.v**
```verilog
`timescale 1ns / 1ps
module gpio_fifo_top (
    input wire wclk,          
    input wire wrst_n,        
    input wire winc,          
    input wire [7:0] wdata,   
    input wire rclk,          
    input wire rrst_n,        
    input wire [7:0] gpio_in,      
    output wire [7:0] gpio_out,    
    output wire [7:0] pin_status   
);
    wire [7:0] tx_fifo_rdata;
    wire tx_fifo_rempty;
    wire tx_fifo_rinc;
    wire [7:0] rx_fifo_wdata;
    wire rx_fifo_wfull;
    wire rx_fifo_winc;
    wire [7:0] gpio_data_in;
    wire [7:0] gpio_direction;
    async_fifo1 #(8, 4) tx_fifo (
        .wdata(wdata),
        .winc(winc),
        .wclk(wclk),
        .wrst_n(wrst_n),
        .rdata(tx_fifo_rdata),
        .rinc(tx_fifo_rinc),
        .rclk(rclk),
        .rrst_n(rrst_n),
        .wfull(),
        .rempty(tx_fifo_rempty)
    );
    gpio_block gpio_inst (
        .clk(rclk),
        .rst_n(rrst_n),
        .data_in(tx_fifo_rdata),
        .direction(gpio_direction),   
        .gpio_out(gpio_out),
        .gpio_in(gpio_in),
        .pin_status(pin_status)
    );
    async_fifo1 #(8, 4) rx_fifo (
        .wdata(rx_fifo_wdata),
        .winc(rx_fifo_winc),
        .wclk(rclk),
        .wrst_n(rrst_n),
        .rdata(),   
        .rinc(1'b0),   
        .rclk(rclk),
        .rrst_n(rrst_n),
        .wfull(rx_fifo_wfull),
        .rempty()
    );
    assign tx_fifo_rinc = !tx_fifo_rempty;   
    assign gpio_data_in = tx_fifo_rdata;    
    assign gpio_direction = 8'b11111111;    
    assign rx_fifo_winc = !rx_fifo_wfull;   
    assign rx_fifo_wdata = gpio_out;        
endmodule
module async_fifo1
#(
  parameter DSIZE = 8,
  parameter ASIZE = 4
 )
(
  input   winc, wclk, wrst_n, 
  input   rinc, rclk, rrst_n, 
  input   [DSIZE-1:0] wdata,
  output  [DSIZE-1:0] rdata,
  output  wfull,
  output  rempty
);
  wire [ASIZE-1:0] waddr, raddr;
  wire [ASIZE:0] wptr, rptr, wq2_rptr, rq2_wptr;
sync_r2w sync_r2w (.wq2_rptr(wq2_rptr), .rptr(rptr), .wclk(wclk), .wrst_n(wrst_n));
sync_w2r sync_w2r (.rq2_wptr(rq2_wptr), .wptr(wptr), .rclk(rclk), .rrst_n(rrst_n));
  fifomem #(DSIZE, ASIZE) fifomem (.rdata(rdata), .wdata(wdata), .waddr(waddr), .raddr(raddr), .winc(winc), .wfull(wfull), .wclk(wclk));
rptr_empty #(ASIZE) rptr_empty (.rempty(rempty), .raddr(raddr), .rptr(rptr), .rq2_wptr(rq2_wptr), .rinc(rinc), .rclk(rclk), .rrst_n(rrst_n));
wptr_full #(ASIZE) wptr_full (.wfull(wfull), .waddr(waddr), .wptr(wptr), .wq2_rptr(wq2_rptr), .winc(winc), .wclk(wclk), .wrst_n(wrst_n));
endmodule
module fifomem
#(
  parameter DATASIZE = 8,  
  parameter ADDRSIZE = 4   
)
(
  input   winc, wfull, wclk,
  input   [ADDRSIZE-1:0] waddr, raddr,
  input   [DATASIZE-1:0] wdata,
  output  [DATASIZE-1:0] rdata
);
  localparam DEPTH = 1<<ADDRSIZE; 
  reg [DATASIZE-1:0] mem [0:DEPTH-1];
  assign rdata = mem[raddr];
  always @(posedge wclk)
    if (winc && !wfull)
      mem[waddr] <= wdata;
endmodule
module rptr_empty
#(
  parameter ADDRSIZE = 4
)
(
  input   rinc, rclk, rrst_n,
  input   [ADDRSIZE :0] rq2_wptr,
  output reg  rempty,
  output  [ADDRSIZE-1:0] raddr,
  output reg [ADDRSIZE :0] rptr
);
  reg [ADDRSIZE:0] rbin;
  wire [ADDRSIZE:0] rgraynext, rbinnext;
  always @(posedge rclk or negedge rrst_n)
    if (!rrst_n)
      {rbin, rptr} <= '0;
    else
      {rbin, rptr} <= {rbinnext, rgraynext};
  assign raddr = rbin[ADDRSIZE-1:0];
  assign rbinnext = rbin + (rinc & ~rempty);
  assign rgraynext = (rbinnext>>1) ^ rbinnext;
  assign rempty_val = (rgraynext == rq2_wptr);
  always @(posedge rclk or negedge rrst_n)
    if (!rrst_n)
      rempty <= 1'b1;
    else
      rempty <= rempty_val;
endmodule
module sync_r2w
#(
  parameter ADDRSIZE = 4
)
(
  input   wclk, wrst_n,
  input   [ADDRSIZE:0] rptr,
  output reg  [ADDRSIZE:0] wq2_rptr 
);
  reg [ADDRSIZE:0] wq1_rptr;
  always @(posedge wclk or negedge wrst_n)
    if (!wrst_n) {wq2_rptr,wq1_rptr} <= 0;
    else {wq2_rptr,wq1_rptr} <= {wq1_rptr,rptr};
endmodule
module sync_w2r
#(
  parameter ADDRSIZE = 4
)
(
  input   rclk, rrst_n,
  input   [ADDRSIZE:0] wptr,
  output reg [ADDRSIZE:0] rq2_wptr
);
  reg [ADDRSIZE:0] rq1_wptr;
  always @(posedge rclk or negedge rrst_n)
    if (!rrst_n)
      {rq2_wptr,rq1_wptr} <= 0;
    else
      {rq2_wptr,rq1_wptr} <= {rq1_wptr,wptr};
endmodule
module wptr_full
#(
  parameter ADDRSIZE = 4
)
(
  input   winc, wclk, wrst_n,
  input   [ADDRSIZE :0] wq2_rptr,
  output reg  wfull,
  output  [ADDRSIZE-1:0] waddr,
  output reg [ADDRSIZE :0] wptr
);
   reg [ADDRSIZE:0] wbin;
  wire [ADDRSIZE:0] wgraynext, wbinnext;
  always @(posedge wclk or negedge wrst_n)
    if (!wrst_n)
      {wbin, wptr} <= '0;
    else
      {wbin, wptr} <= {wbinnext, wgraynext};
  assign waddr = wbin[ADDRSIZE-1:0];
  assign wbinnext = wbin + (winc & ~wfull);
  assign wgraynext = (wbinnext>>1) ^ wbinnext;
  assign wfull_val = (wgraynext=={~wq2_rptr[ADDRSIZE:ADDRSIZE-1], wq2_rptr[ADDRSIZE-2:0]});
  always @(posedge wclk or negedge wrst_n)
    if (!wrst_n)
      wfull <= 1'b0;
    else
      wfull <= wfull_val;
endmodule
module gpio_block (
    input wire clk,                    
    input wire rst_n,                  
    input wire [7:0] data_in,          
    input wire [7:0] direction,        
    output wire [7:0] gpio_out,        
    input wire [7:0] gpio_in,          
    output wire [7:0] pin_status       
);
    reg [7:0] pin_data_reg;            
    reg [7:0] pin_status_reg;          
    always @(posedge clk or negedge rst_n) begin
        if (!rst_n)
            pin_data_reg <= 8'b0;      
        else
            pin_data_reg <= data_in;   
    end
    always @(posedge clk or negedge rst_n) begin
        if (!rst_n)
            pin_status_reg <= 8'b0;    
        else
            pin_status_reg <= gpio_in;  
    end
    assign gpio_out = direction ? pin_data_reg : 8'bZ;  
    assign pin_status = pin_status_reg;
endmodule
```
**flow/run.sh**
```bash
#!/bin/bash
# OpenROAD 26Q1-2900-gdf79404cd8, Yosys 0.63+post, stock flow scripts
make -C /OpenROAD-flow-scripts/flow DESIGN_CONFIG=/design/flow/config.mk WORK_HOME=/design/flow/orfs finish
```
==> impl_metrics.toml <==
# synthesis and place-and-route metrics
[floorplanning]
rows = 55
num_io_pins = 37
fp_util_pct = 30.5
die_width_um = 153
fp.dieH_um = 153
core_area_um2 = 22600
die-area_um2 = 23600

[power]
ir_drop_mv = 0.334
power.density_nw_per_um2 = 753
leakage_nw = 3.00

[timing]
setup_viol = 0
holdWs_ps = 240
tightest_slew_ps = 920
finalHoldViolations = 0
fin_skew_ps = 17.7
slew_viol_final = 0
rsz0062_at_grt = "false"
max_slew_margin_pct = 38.4
setup_tns_ps = 0

[run]
warnings = 27
max-cap-violations = 0

[drt]
routedWlPerCell_um = 19.5
drt_wl_total_um = 13300
vias = 3146
drt_first_pass_iters = 5
vias_per_cell = 4.61
antenna_left = 0
drt_iter0_drc = 258
drc_errors = 0
antennaDiodeCount = 0

[setup_path]
start_kind = "input port"
required_ps = 4300
rr_startpoint = "tx_fifo.wptr_full.wfull"
critical_path_peak_fanout = 6
cp-end-kind = "flip-flop"
criticalPathCategory = "input port to flip-flop"
cp.arrival_ps = 3290
reg2reg_depth = 7
rrSetupSlack_ps = 1550
r2r-end = "tx_fifo.wptr_full.wfull"

[global_routing]
grt_pass1_vias = 3518
grt_pass1_wl_um = 20800
grt-ovfl-total = 0
grt_usage_pct = 12.8
grt_antenna_before_repair = 0
grt_start_max_net_pins = 37

[yosys]
synth_cells = 316
ys_seq_share_pct = 76.2
synth_area_leader_cell = "edfxtp_1"
ys_types = 33
synth.yosys.warnings = 9
synthTopCellsByArea = "edfxtp_1 (56%), dfrtp_1 (20%), mux4_1 (7.3%)"
syn-cell-area_um2 = 6880
numSynthFlops = 184
top_area_share_pct = 55.8
ys_cells = 316
ys_area_um2 = 6880
synth.avg_cell_area_um2 = 21.8

[final_layout]
drive_gt1_share_pct = 20.4
largest_reg_flops = 128
final_common_cell = "edfxtp_1"
area_growth_pct = 21.8
final_cell_mix = "edfxtp_1 (128), dfrtp_1 (54), clkdlybuf4s50_1 (34)"

[min_path]
hp-class = "flip-flop to flip-flop"
hold_depth = 0
hp-start = "tx_fifo.rptr_empty.rptr[0]"
min_to = "tx_fifo.sync_r2w.wq1_rptr[0]"

[cts]
cts_hold_buf = 0
cts_sinks = 184
cts_resized = 0
clkSlewWorstSetupHoldPaths_ps = 60
post-cts-setup-buffers = 0
cts_tree = "done"

[placed_design]
post-dp-hpwl_um = 7820
place.gp.congestion = 0.761
portBuffers = 35

[run_status]
status = "completed"
## power by group
group          leakage (nW)  internal, mW  total (mW)  switching [mW]
sequential             1.81          2.45        2.70           0.252
combinational         0.825         0.827        1.58           0.751
clock                 0.368          1.27        2.03           0.762
## worst max path at each step
stage	from	endpoint	slack, ps	cells past startpoint
after CTS	winc	tx_fifo.wptr_full.wfull	1030	8
after global routing	winc	tx_fifo.wptr_full.wfull	980	8
final	winc	tx_fifo.wptr_full.wfull	1010	8
## cell type report
type / count / area, µm²
clock inverter: 16 / 203
tap: 285 / 357
clock buffer: 22 / 551
timing repair buffer: 55 / 495
sequential: 184 / 5250
inverter: 6 / 22.5
fill: 2012 / 14200
multi-input combinational: 115 / 1510
## kinds of logic after synthesis
group | Yosys count | synth area share [%]
flip-flops | 184 | 76.2
adder cells (fa/ha/maj) | 5 | 0.909
AND-OR/OR-AND | 8 | 1.00
buffers and inverters | 17 | 1.85
AND/OR/NAND/NOR | 37 | 2.74
multiplexers | 41 | 13.7
XOR/XNOR | 24 | 3.56
## per-stage QoR
stage | worst slack, ps | utilization, % | total power, mW | std cells | instance area [µm²]
final | 1010 | 37.2 | 6.31 | 683 | 8390
after global routing | 982 | 37.2 | 6.62 | 683 | 8390
after CTS | 1030 | 37.2 | 6.39 | 683 | 8390
after detailed placement | 677 | 33.8 | 4.30 | 645 | 7630
after global placement | 692 | 33.8 | 4.29 | 645 | 7630
after floorplan | 1410 | - | 3.85 | 316 | 6880
## cells in the mapped netlist (all sizes together)
| master | number |
|---|---|
| and3 | 2 |
| a2111oi | 1 |
| and2 | 1 |
| or3b | 1 |
| a21boi | 2 |
| or3 | 3 |
| dfstp | 1 |
| nand2b | 2 |
| xor2 | 12 |
| xnor3 | 2 |
| a221oi | 3 |
| a22oi | 1 |
| nand3 | 6 |
| nor2 | 12 |
| xnor2 | 10 |
| buf | 11 |
| edfxtp | 128 |
| inv | 6 |
| dfrtp | 55 |
| nand3b | 2 |
| mux4 | 37 |
| nand2 | 2 |
| ha | 5 |
| nor2b | 2 |
| o21ai | 1 |
| mux2i | 4 |
| nor3 | 4 |
## metal layers
layer	wire length [µm]	share of wire, %	GRT usage [%]	vias to the layer above
li1	-	-	-	1397
met1	5070	38	15.9	1583
met2	6330	48	19.5	150
met3	1660	12	8.35	16
met4	247	1.9	2.29	0
met5	0	0	0	-
## worst max-delay path, stage by stage
cell and delay (ps):
clkdlybuf4s50_1 480, nor2b_1 420, ha_1 240, ha_1 220, nand3_1 120, xnor2_1 230, or3_1 400, a2111oi_2 370
No activity file was given, so power comes from the tool's default toggle rates.
